## ./run.sh

```bash
#!/bin/bash
# OpenROAD 26Q1-2900-gdf79404cd8, Yosys 0.63+post, stock flow scripts
make -C /OpenROAD-flow-scripts/flow DESIGN_CONFIG=/design/flow/config.mk WORK_HOME=/design/flow/orfs finish
```

## ./config.mk

```make
export PLATFORM = sky130hd
export DESIGN_NAME = test
export DESIGN_NICKNAME = test
export VERILOG_FILES = /design/flow/design.v
export SDC_FILE = /design/flow/constraint.sdc
export NUM_CORES = 4
export LEC_CHECK = 1
export CORE_AREA = 10 10 122 122
export DIE_AREA = 0 0 132 132
```

## ./constraint.sdc

```tcl
current_design test

set clk_period 1.0
set clk_io_pct 0.2

create_clock -name clk0 -period $clk_period

set non_clock_inputs [all_inputs -no_clocks]
set_input_delay [expr $clk_period * $clk_io_pct] -clock clk0 $non_clock_inputs
set_output_delay [expr $clk_period * $clk_io_pct] -clock clk0 [all_outputs]
```

## ./design.v

```verilog
module test(input [31:0] a, b, c, output [31:0] x, y, z, w);
  unit_x unit_x_inst (.a(a), .b(b), .c(c), .x(x));
  unit_y unit_y_inst (.a(a), .b(b), .c(c), .y(y));
  assign z = a ^ b ^ c, w = z;
endmodule
module unit_x(input [31:0] a, b, c, output [31:0] x);
  assign x = (a & b) | c;
endmodule
module unit_y(input [31:0] a, b, c, output [31:0] y);
  assign y = a & (b | c);
endmodule
```

==> impl_metrics.prom <==
# HELP chip_impl_metric Yosys and OpenROAD flow results
# TYPE chip_impl_metric gauge
chip_impl_info{name="worst_setup_path_start_kind",value="primary input"} 1
chip_impl_info{name="cp_cell_sequence",value="buf_8 -> ha_4 -> xor2_2 -> buf_4 -> buf_6"} 1
chip_impl_metric{name="worst_path_arrival",unit="ns"} 0.91
chip_impl_metric{name="slowest_delay",unit="ns"} 0.26
chip_impl_metric{name="synth.avg_cell_area",unit="um^2"} 8.51
chip_impl_metric{name="grt_pass1_wl",unit="um"} 11700
chip_impl_metric{name="place.detailed.instances",unit=""} 521
chip_impl_metric{name="layout.cell_area.non_filler",unit="um^2"} 3800
chip_impl_metric{name="drc_errors",unit=""} 0
chip_impl_metric{name="ctsHoldBuffers",unit=""} 0
chip_impl_metric{name="fmax",unit="MHz"} 904
chip_impl_metric{name="synth.top_cell.area_share",unit="%"} 29.4
chip_impl_info{name="failing_checks",value="negative setup slack"} 1
chip_impl_metric{name="io_buffers",unit=""} 224
chip_impl_info{name="unrepaired_setup_endpoints_after_global_routing",value="yes"} 1
chip_impl_metric{name="post-dp-hpwl",unit="um"} 6670
chip_impl_metric{name="grt_pass1_vias",unit=""} 2088
chip_impl_info{name="worst_hold_path.endpoint",value="y[27]"} 1
chip_impl_metric{name="timing.max_cap.violations",unit=""} 0
chip_impl_info{name="worstHoldPathType",value="in2out"} 1
chip_impl_info{name="biggest_area_contributors_in_the_synthesized_netlist",value="sky130_fd_sc_hd__ha_1, sky130_fd_sc_hd__xor2_1, sky130_fd_sc_hd__buf_4"} 1
chip_impl_metric{name="final_layout_size_suffix_gt1_share",unit="%"} 73.1
chip_impl_metric{name="antenna_found_initial",unit=""} 0
chip_impl_metric{name="ys_cells",unit=""} 160
chip_impl_metric{name="gp_congestion",unit=""} 0.777
chip_impl_metric{name="holdWs",unit="ns"} 0.671
chip_impl_metric{name="boundaryPins",unit=""} 224
chip_impl_metric{name="final_setup_violation_count",unit=""} 64
chip_impl_metric{name="floorplan.die_area",unit="um^2"} 17400
chip_impl_metric{name="drt_iter0_markers",unit=""} 10
chip_impl_info{name="crit_start",value="b[29]"} 1
chip_impl_metric{name="power_per_cell_area",unit="nW/um^2"} 469
chip_impl_metric{name="die_x",unit="um"} 132
chip_impl_metric{name="antenna-diode-count",unit=""} 0
chip_impl_metric{name="vias_per_cell",unit=""} 3.50
chip_impl_metric{name="core_area",unit="um^2"} 12200
chip_impl_metric{name="power.total",unit="mW"} 1.78
chip_impl_info{name="crit_slowest_cell",value="sky130_fd_sc_hd__ha_4"} 1
chip_impl_info{name="status",value="finished with violations"} 1
chip_impl_metric{name="static-leakage-power",unit="nW"} 1.73
chip_impl_metric{name="fin_crit",unit="ns"} 1.11
chip_impl_metric{name="post_drt_wl_per_cell",unit="um"} 14.2
chip_impl_info{name="setup.worst_path.end_class",value="output pin"} 1
chip_impl_metric{name="seq_pwr_share",unit="%"} 0
chip_impl_metric{name="design.seq.count",unit=""} 0
chip_impl_metric{name="power.ir.vdd_worst",unit="V"} 0.000196
chip_impl_info{name="timing.hold.worst.start",value="a[27]"} 1
chip_impl_metric{name="final-instance-count-excl-fill",unit=""} 528
chip_impl_metric{name="nClkBuffers",unit=""} 0
chip_impl_metric{name="netlist-cell-type-count",unit=""} 5
chip_impl_metric{name="placement.setup.worst_slack",unit="ns"} -0.894
chip_impl_metric{name="yosys_warnings",unit=""} 0
chip_impl_metric{name="worst_relative_slew_slack",unit="%"} 90.0
chip_impl_metric{name="layout-area-overhead-vs-synth",unit="%"} 179
chip_impl_metric{name="overflow_left_after_global_routing",unit=""} 0
chip_impl_metric{name="synth_seq_share",unit="%"} 0
chip_impl_metric{name="yosys.stat.chipArea",unit="um^2"} 1360
chip_impl_info{name="netlist.top_cell.by_area",value="sky130_fd_sc_hd__ha_1"} 1
chip_impl_metric{name="timing.hold.worst_path_depth",unit=""} 3
chip_impl_metric{name="fillers",unit=""} 1254
chip_impl_metric{name="finalWirelength",unit="um"} 7500
chip_impl_metric{name="finalCritPeriodShare",unit="%"} 111
chip_impl_metric{name="logic_gate_share_of_total_power",unit="%"} 100.0
chip_impl_metric{name="tns",unit="ns"} -1.54
chip_impl_metric{name="sw_frac_of_total",unit="%"} 33.3
chip_impl_metric{name="seqCellArea",unit="um^2"} 0
chip_impl_metric{name="final.setup.worst_slack",unit="ns"} -0.107
chip_impl_info{name="criticalPathCategory",value="in2out"} 1
chip_impl_metric{name="openroad.warnings",unit=""} 34
chip_impl_metric{name="count_of_tritonroute_iterations_in_the_first_routing_pass",unit=""} 3
chip_impl_metric{name="initCoreUtil",unit="%"} 11.2
chip_impl_metric{name="final-hold-violation-count",unit=""} 0
chip_impl_metric{name="power.share.clock",unit="%"} 0
chip_impl_metric{name="antenna_left",unit=""} 0
chip_impl_metric{name="grtUsageTotal",unit="%"} 8.02
chip_impl_metric{name="post_synth_inst_count",unit=""} 160
chip_impl_metric{name="worst-slew-pin-transition",unit="ns"} 0.149
chip_impl_metric{name="row_count",unit=""} 40
chip_impl_metric{name="internal_power",unit="mW"} 1.19
chip_impl_metric{name="grt_max_degree",unit=""} 4
chip_impl_metric{name="cp.buffers_inverters",unit=""} 3
chip_impl_metric{name="switching_power",unit="mW"} 0.592
chip_impl_metric{name="mappedNetlistArea",unit="um^2"} 1360
chip_impl_metric{name="placed_area",unit="um^2"} 3580
chip_impl_metric{name="worst-endpoint-required",unit="ns"} 0.80
chip_impl_metric{name="die_h",unit="um"} 132
chip_impl_metric{name="cp_max_fo",unit=""} 2
chip_impl_metric{name="routed-via-count",unit=""} 1849
chip_impl_info{name="worst_path_dominant_cell_family",value="buffers and inverters"} 1
chip_impl_metric{name="post_route_utilization",unit="%"} 31.2
chip_impl_metric{name="slew_violations",unit=""} 0
## timing repair
action | in CTS | in global routing
setup buffers | 7 | 1
pin swaps | 75 | 12
endpoints found under the setup margin | 128 | 69
gates resized | 880 | 39
## power by group through the flow
stage                 clock network (mW)  registers (mW)  logic (mW)
after CTS                              0               0        1.72
after global routing                   0               0        1.99
final                                  0               0        1.78
## area by class of cell
class              instances  area, um^2  area share, %
multi-input cells        128        1750           46.0
well taps                168         210           5.53
repair buffers           232        1840           48.5
## metal layers
metal  track usage [%]  share of wire, %  vias to the layer above
li1                  -                 -                      890
met1              8.98                37                      846
met4                 0                 0                        0
met2              14.7                52                      113
met5                 0                 0                        -
met3              3.29                11                        0
## cell usage after synthesis
master and n:
sky130_fd_sc_hd__buf_4 32, sky130_fd_sc_hd__ha_1 32, sky130_fd_sc_hd__o21a_1 32, sky130_fd_sc_hd__or2_1 32, sky130_fd_sc_hd__xor2_1 32
## cells in the final DEF (no fill, tap or decap)
master,netlist,layout
sky130_fd_sc_hd__buf_2,0,122
sky130_fd_sc_hd__clkdlybuf4s15_1,0,1
sky130_fd_sc_hd__or2_1,32,32
sky130_fd_sc_hd__xor2_1,32,2
sky130_fd_sc_hd__xor2_2,0,30
sky130_fd_sc_hd__buf_4,32,10
sky130_fd_sc_hd__dlygate4sd2_1,0,30
sky130_fd_sc_hd__clkbuf_2,0,1
sky130_fd_sc_hd__buf_6,0,38
sky130_fd_sc_hd__buf_8,0,30
sky130_fd_sc_hd__o21a_1,32,32
sky130_fd_sc_hd__ha_4,0,32
## cells by family after synthesis
| kind of cell | count (synthesis) | share of synthesized area, % |
|---|---|---|
| adders and majority gates | 32 | 29.4 |
| xor gates and xnor gates | 32 | 20.6 |
| and+or+nand+nor | 32 | 14.7 |
| AOI/OAI and AO/OA | 32 | 17.6 |
| buffers and inverters | 32 | 17.6 |
## how the worst max path moves through the flow
stage / endpoint / slack [ns] / cells past startpoint
4_1_cts: w[12] / -0.13 / 5
5_1_grt: w[12] / -0.14 / 5
6_report: w[29] / -0.11 / 5
Power figures rest on the tool's default switching activity, not on a simulated workload.
